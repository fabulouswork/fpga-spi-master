===== run.sh =====
#!/bin/bash
# OpenROAD 26Q1-2900-gdf79404cd8, Yosys 0.63+post, stock flow scripts
make -C /OpenROAD-flow-scripts/flow DESIGN_CONFIG=/design/flow/config.mk WORK_HOME=/design/flow/orfs finish

===== config.mk =====
export PLATFORM = sky130hd
export DESIGN_NAME = spimaster_top
export DESIGN_NICKNAME = spimaster_top
export VERILOG_FILES = /design/flow/design.v
export SDC_FILE = /design/flow/constraint.sdc
export NUM_CORES = 4
export LEC_CHECK = 1
export CORE_UTILIZATION = 50

===== constraint.sdc =====
current_design spimaster_top

set clk_period 5.6
set clk_io_pct 0.2

create_clock -name clk0 -period $clk_period [get_ports {clk}]

set non_clock_inputs [all_inputs -no_clocks]
set_input_delay [expr $clk_period * $clk_io_pct] -clock clk0 $non_clock_inputs
set_output_delay [expr $clk_period * $clk_io_pct] -clock clk0 [all_outputs]

===== design.v =====
module spimaster (
    input wire clk,
    input wire rst_n,
    input wire start,
    input wire [15:0] data_in,
    input wire [7:0] clk_div,
    output reg busy,
    output reg spi_cs_n,
    output reg spi_sclk,
    output reg spi_mosi
);
    localparam IDLE       = 2'b00;
    localparam TRANSFER   = 2'b01;
    localparam FINISH     = 2'b10;
    reg [1:0] state;
    reg [1:0] next_state;
    reg [15:0] shift_reg;
    reg [4:0] bit_count;       
    reg [7:0] clk_count;
    reg sclk_enable;
    reg sclk_internal;
    reg sclk_prev;             
    always @(posedge clk or negedge rst_n) begin
        if (!rst_n) begin
            clk_count <= 8'h0;
            sclk_internal <= 1'b0;
        end else if (sclk_enable) begin
            if (clk_count >= clk_div) begin
                clk_count <= 8'h0;
                sclk_internal <= ~sclk_internal;
            end else begin
                clk_count <= clk_count + 1'b1;
            end
        end else begin
            clk_count <= 8'h0;
            sclk_internal <= 1'b0;
        end
    end
    always @(posedge clk or negedge rst_n) begin
        if (!rst_n) begin
            state <= IDLE;
        end else begin
            state <= next_state;
        end
    end
    always @(*) begin
        next_state = state;
        case (state)
            IDLE: begin
                if (start) begin
                    next_state = TRANSFER;
                end
            end
            TRANSFER: begin
                if (bit_count == 5'd16 && sclk_internal == 1'b0 && clk_count == 8'h0) begin
                    next_state = FINISH;
                end
            end
            FINISH: begin
                next_state = IDLE;
            end
            default: begin
                next_state = IDLE;
            end
        endcase
    end
    always @(posedge clk or negedge rst_n) begin
        if (!rst_n) begin
            shift_reg <= 16'h0;
            bit_count <= 5'd0;
            busy <= 1'b0;
            spi_cs_n <= 1'b1;
            spi_sclk <= 1'b0;
            spi_mosi <= 1'b0;
            sclk_enable <= 1'b0;
            sclk_prev <= 1'b0;
        end else begin
            sclk_prev <= sclk_internal;
            case (state)
                IDLE: begin
                    busy <= 1'b0;
                    spi_cs_n <= 1'b1;
                    spi_sclk <= 1'b0;
                    spi_mosi <= 1'b0;
                    sclk_enable <= 1'b0;
                    bit_count <= 5'd0;
                    sclk_prev <= 1'b0;
                    if (start) begin
                        shift_reg <= data_in;
                        busy <= 1'b1;
                        spi_cs_n <= 1'b0;   
                    end
                end
                TRANSFER: begin
                    busy <= 1'b1;
                    spi_cs_n <= 1'b0;
                    sclk_enable <= 1'b1;
                    spi_sclk <= sclk_internal;
                    if (bit_count == 5'd0) begin
                        spi_mosi <= shift_reg[15];
                        shift_reg <= {shift_reg[14:0], 1'b0};
                        bit_count <= bit_count + 1'b1;
                    end
                    else if (sclk_prev == 1'b1 && sclk_internal == 1'b0) begin
                        if (bit_count < 5'd16) begin
                            spi_mosi <= shift_reg[15];
                            shift_reg <= {shift_reg[14:0], 1'b0};
                            bit_count <= bit_count + 1'b1;
                        end
                    end
                end
                FINISH: begin
                    busy <= 1'b0;
                    spi_cs_n <= 1'b1;   
                    spi_sclk <= 1'b0;
                    spi_mosi <= 1'b0;
                    sclk_enable <= 1'b0;
                    bit_count <= 5'd0;
                end
                default: begin
                    busy <= 1'b0;
                    spi_cs_n <= 1'b1;
                    spi_sclk <= 1'b0;
                    spi_mosi <= 1'b0;
                    sclk_enable <= 1'b0;
                    bit_count <= 5'd0;
                end
            endcase
        end
    end
endmodule
module spimaster_top (
    input wire clk,               
    input wire rst_btn,           
    input wire [1:0] mode_sw,     
    input wire start_btn,         
    input wire [3:0] clk_div_sw,  
    input wire [7:0] data_sw,     
    output wire led_busy,         
    output wire [1:0] led_mode,   
    output wire spi_cs_n,         
    output wire spi_sclk,         
    output wire spi_mosi          
);
    reg [19:0] debounce_counter;
    reg start_btn_sync, start_btn_prev;
    reg rst_btn_sync;
    wire start_pulse;
    wire rst_n;
    reg spi_start;
    reg [15:0] spi_data;
    wire spi_busy;
    reg [15:0] pattern_data;
    reg [23:0] auto_counter;      
    reg [11:0] ramp_value;        
    reg [7:0] sine_index;         
    always @(posedge clk) begin
        rst_btn_sync <= rst_btn;
    end
    assign rst_n = rst_btn_sync;
    always @(posedge clk or negedge rst_n) begin
        if (!rst_n) begin
            start_btn_sync <= 1'b0;
            start_btn_prev <= 1'b0;
            debounce_counter <= 20'd0;
        end else begin
            start_btn_prev <= start_btn_sync;
            if (start_btn != start_btn_sync) begin
                if (debounce_counter < 20'd999999) begin   
                    debounce_counter <= debounce_counter + 1'b1;
                end else begin
                    start_btn_sync <= start_btn;
                    debounce_counter <= 20'd0;
                end
            end else begin
                debounce_counter <= 20'd0;
            end
        end
    end
    assign start_pulse = (start_btn_sync && !start_btn_prev);
    always @(posedge clk or negedge rst_n) begin
        if (!rst_n) begin
            auto_counter <= 24'd0;
        end else if (mode_sw != 2'b00) begin   
            if (auto_counter >= 24'd8388607) begin   
                auto_counter <= 24'd0;
            end else begin
                auto_counter <= auto_counter + 1'b1;
            end
        end else begin
            auto_counter <= 24'd0;
        end
    end
    always @(posedge clk or negedge rst_n) begin
        if (!rst_n) begin
            ramp_value <= 12'd0;
        end else if (mode_sw == 2'b10 && auto_counter == 24'd0 && !spi_busy) begin
            ramp_value <= ramp_value + 12'd64;   
        end
    end
    always @(posedge clk or negedge rst_n) begin
        if (!rst_n) begin
            sine_index <= 8'd0;
        end else if (mode_sw == 2'b11 && auto_counter == 24'd0 && !spi_busy) begin
            sine_index <= sine_index + 8'd4;   
        end
    end
    function [11:0] sine_lookup;
        input [7:0] index;
        reg [5:0] table_index;
        begin
            table_index = index[7:2];   
            case (table_index)
                6'd0:  sine_lookup = 12'd2048;   
                6'd1:  sine_lookup = 12'd2448;
                6'd2:  sine_lookup = 12'd2831;
                6'd3:  sine_lookup = 12'd3185;
                6'd4:  sine_lookup = 12'd3495;
                6'd5:  sine_lookup = 12'd3750;
                6'd6:  sine_lookup = 12'd3939;
                6'd7:  sine_lookup = 12'd4056;
                6'd8:  sine_lookup = 12'd4095;   
                6'd9:  sine_lookup = 12'd4056;
                6'd10: sine_lookup = 12'd3939;
                6'd11: sine_lookup = 12'd3750;
                6'd12: sine_lookup = 12'd3495;
                6'd13: sine_lookup = 12'd3185;
                6'd14: sine_lookup = 12'd2831;
                6'd15: sine_lookup = 12'd2448;
                6'd16: sine_lookup = 12'd2048;   
                6'd17: sine_lookup = 12'd1648;
                6'd18: sine_lookup = 12'd1265;
                6'd19: sine_lookup = 12'd911;
                6'd20: sine_lookup = 12'd601;
                6'd21: sine_lookup = 12'd346;
                6'd22: sine_lookup = 12'd157;
                6'd23: sine_lookup = 12'd40;
                6'd24: sine_lookup = 12'd0;      
                6'd25: sine_lookup = 12'd40;
                6'd26: sine_lookup = 12'd157;
                6'd27: sine_lookup = 12'd346;
                6'd28: sine_lookup = 12'd601;
                6'd29: sine_lookup = 12'd911;
                6'd30: sine_lookup = 12'd1265;
                6'd31: sine_lookup = 12'd1648;
                default: sine_lookup = 12'd2048;   
            endcase
        end
    endfunction
    always @(*) begin
        case (mode_sw)
            2'b00: begin
                pattern_data = {8'h30, data_sw};   
            end
            2'b01: begin
                case (auto_counter[23:21])
                    3'd0: pattern_data = 16'h3000;   
                    3'd1: pattern_data = 16'h37FF;   
                    3'd2: pattern_data = 16'h3FFF;   
                    3'd3: pattern_data = 16'h3AAA;   
                    3'd4: pattern_data = 16'h3555;   
                    3'd5: pattern_data = 16'h3F0F;   
                    3'd6: pattern_data = 16'h30F0;   
                    3'd7: pattern_data = 16'h3FFF;   
                endcase
            end
            2'b10: begin
                pattern_data = {4'h3, ramp_value};   
            end
            2'b11: begin
                pattern_data = {4'h3, sine_lookup(sine_index)};
            end
            default: begin
                pattern_data = 16'h0000;
            end
        endcase
    end
    localparam CTRL_IDLE = 2'b00;
    localparam CTRL_START = 2'b01;
    localparam CTRL_WAIT = 2'b10;
    reg [1:0] ctrl_state;
    always @(posedge clk or negedge rst_n) begin
        if (!rst_n) begin
            ctrl_state <= CTRL_IDLE;
            spi_start <= 1'b0;
            spi_data <= 16'h0000;
        end else begin
            case (ctrl_state)
                CTRL_IDLE: begin
                    spi_start <= 1'b0;
                    if ((mode_sw == 2'b00 && start_pulse) ||
                        (mode_sw != 2'b00 && auto_counter == 24'd0 && !spi_busy)) begin
                        spi_data <= pattern_data;
                        ctrl_state <= CTRL_START;
                    end
                end
                CTRL_START: begin
                    spi_start <= 1'b1;
                    ctrl_state <= CTRL_WAIT;
                end
                CTRL_WAIT: begin
                    spi_start <= 1'b0;
                    if (!spi_busy) begin
                        ctrl_state <= CTRL_IDLE;
                    end
                end
                default: begin
                    ctrl_state <= CTRL_IDLE;
                    spi_start <= 1'b0;
                end
            endcase
        end
    end
    spimaster spi_inst (
        .clk(clk),
        .rst_n(rst_n),
        .start(spi_start),
        .data_in(spi_data),
        .clk_div({4'b0000, clk_div_sw}),   
        .busy(spi_busy),
        .spi_cs_n(spi_cs_n),
        .spi_sclk(spi_sclk),
        .spi_mosi(spi_mosi)
    );
    assign led_busy = spi_busy;
    assign led_mode = mode_sw;
endmodule

==> notes.org <==
#+TITLE: Synthesis and PnR summary

** Worst setup path
- STA classifies the critical path startpoint as a primary input.
- Endpoint of the most critical register-to-register path :: spi_data[7]$_DFFE_PN0P_
- Grouping stages by cell kind, the critical path spends the most delay in buffers and inverters.
- Worst Path Arrival :: 2520 ps
- CP bufs+invs :: 2
- Maximum fanout count along the critical path :: 16
- The cell that appears most often on the critical path is sky130_fd_sc_hd__clkdlybuf4s50_1.
- Setup crit end kind :: output port
- Worst setup path class :: primary input to output port
- Stage delay of the slowest cell on the critical path :: 800 ps
- Logic depth of the worst register-to-register path :: 7
- The critical path's slowest stage uses the library cell sky130_fd_sc_hd__clkdlybuf4s50_1.
- Walking the worst path, the cells encountered are clkdlybuf4s50_1 -> clkdlybuf4s50_1.
- In this run the critical register-to-register path is launched from sine_index[3]$_DFFE_PN0P_.
- STA reports a reg2reg setup slack of 2670 ps.
- Worst EP required :: 4480 ps

** GRT
- The first global-routing pass estimated 21.1 mm of wire.
- The total overflow left after global routing is 0.
- The number of global-route vias before repair was 4,180.
- GR Util All Layers :: 21.4%
- Initial antenna violation count :: 0
- Entering global routing, the biggest net connects 61 pins.

** Clock tree
- In this run, CTS created clock tree buffers numbering 17.
- The H-tree was split into 4 levels.
- Post-CTS repair ended up resizing 0 cells.
- Post-CTS Setup Bufs :: 0
- The tree is rooted in a sky130_fd_sc_hd__clkbuf_16.
- Count of clock tree sinks :: 115
- Later-pin clock latency in the skew report :: 410 ps
- Maximum root-to-sink buffer count :: 2
- Number of buffers inserted for hold repair after clock tree synthesis :: 0
- TritonCTS built the clock tree.
- Per the post-CTS timing run, clock transition at the registers of the reported paths is 50 ps.

** Synthesis
- Ys cells :: 644
- Once synthesis finished, the tally of register bits stood at 115.
- Averaged over all synthesized cells, the footprint is 9.71 µm².
- In this run, the synthesized area fraction spent on adder and majority cells is recorded as 5.00%.
- In the synthesized netlist, mux cells make up 5.00% of the area.
- Async set or reset register ratio after synthesis :: 99.1%
- Sequential cell area fraction in the yosys report :: 46.0%
- Ranked by total cell area, the synthesized netlist is headed by sky130_fd_sc_hd__dfrtp_1 44%, sky130_fd_sc_hd__nor2_1 5.8%, sky130_fd_sc_hd__ha_1 5.0%.
- Most frequent cell after synthesis :: sky130_fd_sc_hd__dfrtp_1
- After Yosys synthesis, XOR and XNOR cells account for 7.56% of the synthesized area.
- Post-synth top cells :: 111 x sky130_fd_sc_hd__dfrtp_1, 97 x sky130_fd_sc_hd__nor2_1, 40 x sky130_fd_sc_hd__nand2_1
- Compound Share, Synth :: 12.0%
- Yosys printed 2 warnings.
- Number of library cell types mapped by synthesis :: 71
- sky130_fd_sc_hd__dfrtp_1 takes more of the synthesized area than any other cell.
- The top cell type by area accounts for 44.4% of the synthesized area.
- Commonest flop :: sky130_fd_sc_hd__dfrtp_1
- The cell count after synthesis came out at 644.
- The stat command in Yosys gives a chip area of 6250 µm².
- Top logic cell family in the synthesized netlist :: simple AND/OR/NAND/NOR gates
- The post-synth count of flops with an enable pin is 0.
- Before any placement, the netlist area is recorded as 6250 µm².
- And+or+nand+nor area frac :: 19.2%

** Die
- DIE AREA :: 13,000 µm²
- The initialized floorplan defines 40 standard-cell rows.
- The die is 114 µm tall.
- The floorplan report gives the top-level pin count as 23.
- Width of the die :: 114 µm
- Core ar. :: 12,100 µm²
- Core Density at Floorplan :: 51.6%

** STA
- Setup tns final :: 0 ps
- Worst setup skew after layout :: 11.4 ps
- In the final report, the number of pins over their slew limit comes to 0.
- Relative max-transition margin :: 48.5%
- Slew of the pin with the lowest slew margin :: 773 ps
- Setup violations remaining at the end of the flow were counted as 0.
- Setup repair after global routing missed its margin :: no
- The smallest clock period supported by the final layout is computed as 3640 ps.
- Final Hold Viols :: 0
- Post-route fraction of the period consumed by the critical path :: 65.0%
- Upper clock frequency limit :: 275 MHz

** Flow run
- Max_cap viols :: 0
- Total tool warning count :: 38

** Layout
- Share of final-layout standard cells stronger than drive strength 1 :: 9.08%
- Synth-to-Final Area Change :: 14.2%
- For this run, the share of the core covered by cells in the final layout is 59.0%.
- Per the layout report, the design carries 1,023 filler cells.
- The final report gives the standard cell area, fillers excluded, as 7140 µm².
- The register with the most flip-flops in the layout has 24 of them.

** Route
- Initial DRC count :: 349
- The final route contains 4,520 vias.
- The script logs the mean routed wire length per placed instance as 14.8 µm.
- Total length of routed met2 wires :: 5.61 mm
- Highest metal layer used by the detailed router :: met4
- Detail-routed via count per cell :: 5.38
- Total length of routed wires :: 12.4 mm
- Post-detailed-route count of antenna-violating nets :: 0
- The repair_antennas step left the layout with diodes totalling 0.
- TritonRoute reported its final design rule violation total as 0.
- Per the detail_route log, met3 wirelength is 617 µm.
- M1 WL :: 6.14 mm
- Drt pass-1 iters :: 5

** Place
- The congestion estimate from routability-driven global placement came to 0.824.
- Note, the detailed placer reported a final HPWL of 8.20 mm.
- Quantity of I/O buffers inserted on ports :: 22
- Placed instance area :: 6570 µm²

** Pwr
- Total power for the finished layout comes to 2.66 mW.
- The power report attributes to the sequential group a share of 41.0%.
- Cell internal power dissipation :: 1.92 mW
- The clock network burns 39.3% of the power.
- Net switching is 27.9% of the power.
- Max rail drop VDD :: 247 µV
- In this run the power spent charging and discharging nets is 742 µW.
- Leakage power :: 3.21 nW
- Power per unit of standard cell area :: 372 nW/µm²
- Combinational cell fraction of total power :: 19.7%

** Worst hold path
- Hold crit path type :: register to asynchronous set/reset pin

** Run status
- Run status :: completed
worst max path at each step:
stage | startpoint | to | cells past startpoint
after CTS | mode_sw[0] | led_mode[0] | 2
after global routing | mode_sw[0] | led_mode[0] | 2
final | mode_sw[0] | led_mode[0] | 2
cell type report:
| cell class | count | area (µm²) | share of cell area [%] |
|---|---|---|---|
| inverters | 40 | 150 | 2.10 |
| clock inverters | 5 | 75.1 | 1.05 |
| well taps | 168 | 210 | 2.94 |
| flip-flops and latches | 115 | 2880 | 40.3 |
| repair buffers | 27 | 258 | 3.61 |
| multi-input cells | 458 | 3070 | 42.9 |
| clock buffers | 27 | 503 | 7.04 |
layout by cell type, fill, tap and decap left out, types with 7 or more instances in the layout:
cell	instances
sky130_fd_sc_hd__xor2_1	21
sky130_fd_sc_hd__nor2_1	97
sky130_fd_sc_hd__clkbuf_16	17
sky130_fd_sc_hd__nor2b_1	8
sky130_fd_sc_hd__inv_1	38
sky130_fd_sc_hd__clkdlybuf4s50_1	22
sky130_fd_sc_hd__nand4_1	14
sky130_fd_sc_hd__mux2i_1	20
sky130_fd_sc_hd__xnor2_1	33
sky130_fd_sc_hd__nand3_1	18
sky130_fd_sc_hd__o21ai_0	23
sky130_fd_sc_hd__a21oi_1	33
sky130_fd_sc_hd__dfrtp_1	111
sky130_fd_sc_hd__ha_1	25
sky130_fd_sc_hd__nor3_1	7
sky130_fd_sc_hd__and3_1	10
sky130_fd_sc_hd__nand2_1	40
power by group through the flow:
stage,sequential [mW],clock [mW],combinational (mW)
after CTS,1.09,1.07,0.529
after global routing,1.11,1.11,0.596
final,1.09,1.04,0.522
logic make-up (layout without fill, tap and decap cells):
logic type / Yosys count / after routing
DFF: 115 / 115
other: 1 / 3
and+or+nand+nor: 233 / 233
muxes: 26 / 26
buffers and inverters: 73 / 99
xor gates and xnor gates: 54 / 54
adders and majority gates: 25 / 25
AOI/OAI and AO/OA: 117 / 117
per-layer routing:
metal  vias to the layer above  GRT usage, %
met5                         -             0
met4                         0          1.90
met3                         4          4.93
met2                        87          30.4
met1                      2170          36.6
li1                       2259             -
per-stage QoR:
| step | hold WS, ps | std cells | worst slack [ps] |
|---|---|---|---|
| floorplan | 355 | 646 | 1870 |
| global placement | 367 | 808 | 1990 |
| detailed placement | 372 | 808 | 1950 |
| CTS | 371 | 840 | 1950 |
| global route | 409 | 840 | 1910 |
| finish | 330 | 840 | 1960 |
Power and IR drop assume default switching activity.
